### /design/flow/config.mk
export PLATFORM = sky130hd
export DESIGN_NAME = score_tracker3
export DESIGN_NICKNAME = score_tracker3
export VERILOG_FILES = /design/flow/design.v
export SDC_FILE = /design/flow/constraint.sdc
export NUM_CORES = 4
export LEC_CHECK = 1
export CORE_UTILIZATION = 50
### /design/flow/constraint.sdc
current_design score_tracker3

set clk_period 6.0
set clk_io_pct 0.2

create_clock -name clk0 -period $clk_period [get_ports {clk}]

set non_clock_inputs [all_inputs -no_clocks]
set_input_delay [expr $clk_period * $clk_io_pct] -clock clk0 $non_clock_inputs
set_output_delay [expr $clk_period * $clk_io_pct] -clock clk0 [all_outputs]
### /design/flow/design.v
module score_tracker3(
    input logic clk, nRst, goodColl, badColl,
    output logic [7:0] current_score,
    output logic [7:0] dispScore,
    output logic [3:0] bcd_ones, bcd_tens, bcd_hundreds,
    output logic isGameComplete
);
    logic [7:0] nextCurrScore, nextHighScore, maxScore, deconcatenate;
    logic [7:0] currScore, highScore, nextDispScore;
    logic isGameComplete_nxt, last_collision, current_collision;
    logic [3:0] carry, next_bcd_ones, next_bcd_tens, next_bcd_hundreds;
    assign maxScore = 8'd140;
    always_ff @(posedge clk, negedge nRst) begin
        if (~nRst) begin
            currScore <= 8'b0;
            highScore <= 8'b0;
            dispScore <= 8'b0;
            bcd_ones <= 0;
            bcd_tens <= 0;
            bcd_hundreds <= 0;
            last_collision <= 0;
        end else begin
            currScore <= nextCurrScore;
            highScore <= nextHighScore;
            dispScore <= nextDispScore;
            bcd_ones <= next_bcd_ones;
            bcd_tens <= next_bcd_tens;
            bcd_hundreds <= next_bcd_hundreds;
            last_collision <= current_collision;
        end
    end
    always_comb begin
        nextCurrScore = currScore;
        isGameComplete = 1'b0;
        nextHighScore = highScore;
        next_bcd_ones = bcd_ones;
        next_bcd_tens = bcd_tens;
        next_bcd_hundreds = bcd_hundreds;
        deconcatenate = 0;
        current_collision = last_collision;
        if (goodColl && last_collision == 0) begin
            isGameComplete = 1'b0;
            nextCurrScore = currScore + 1;
            current_collision = 1;
            if (nextCurrScore > 139) begin
                deconcatenate = nextCurrScore - 140;
                next_bcd_ones = deconcatenate[3:0];
                next_bcd_tens= 4;
                next_bcd_hundreds = 1;
            end
            else if (nextCurrScore > 129) begin
                deconcatenate = nextCurrScore - 130;
                next_bcd_ones = deconcatenate[3:0];
                next_bcd_tens= 3;
                next_bcd_hundreds = 1;
            end
            else if (nextCurrScore > 119) begin
                deconcatenate = nextCurrScore - 120;
                next_bcd_ones = deconcatenate[3:0];
                next_bcd_tens= 2;
                next_bcd_hundreds = 1;
            end
            else if (nextCurrScore > 109) begin
                deconcatenate = nextCurrScore - 110;
                next_bcd_ones = deconcatenate[3:0];
                next_bcd_tens = 1;
                next_bcd_hundreds = 1;
            end
            else if (nextCurrScore > 99) begin
                deconcatenate = nextCurrScore - 100;
                next_bcd_ones = deconcatenate[3:0];
                next_bcd_tens= 0;
                next_bcd_hundreds = 1;
            end
            else if (nextCurrScore > 89) begin
                deconcatenate = nextCurrScore - 90;
                next_bcd_ones = deconcatenate[3:0];
                next_bcd_tens= 9;
                next_bcd_hundreds = 0;
            end
            else if (nextCurrScore > 79) begin
                deconcatenate = nextCurrScore - 80;
                next_bcd_ones = deconcatenate[3:0];
                next_bcd_tens= 8;
                next_bcd_hundreds = 0;
            end
            else if (nextCurrScore > 69) begin
                deconcatenate = nextCurrScore - 70;
                next_bcd_ones = deconcatenate[3:0];
                next_bcd_tens= 7;
                next_bcd_hundreds = 0;
            end
            else if (nextCurrScore > 59) begin
                deconcatenate = nextCurrScore - 60;
                next_bcd_ones = deconcatenate[3:0];
                next_bcd_tens= 6;
                next_bcd_hundreds = 0;
            end
            else if (nextCurrScore > 49) begin
                deconcatenate = nextCurrScore - 50;
                next_bcd_ones = deconcatenate[3:0];
                next_bcd_tens= 5;
                next_bcd_hundreds = 0;
            end
            else if (nextCurrScore > 39) begin
                deconcatenate = nextCurrScore - 40;
                next_bcd_ones = deconcatenate[3:0];
                next_bcd_tens = 4;
                next_bcd_hundreds = 0;
            end
            else if (nextCurrScore > 29) begin
                deconcatenate = nextCurrScore - 30;
                next_bcd_ones = deconcatenate[3:0];
                next_bcd_tens= 3;
                next_bcd_hundreds = 0;
            end
            else if (nextCurrScore > 19) begin
                deconcatenate = nextCurrScore - 20;
                next_bcd_ones = deconcatenate[3:0];
                next_bcd_tens = 2;
                next_bcd_hundreds = 0;
            end
            else if (nextCurrScore > 9) begin
                deconcatenate = nextCurrScore - 10;
                next_bcd_ones = deconcatenate[3:0];
                next_bcd_tens = 1;
                next_bcd_hundreds = 0;
            end else begin
                deconcatenate = nextCurrScore;
                next_bcd_ones = deconcatenate[3:0];
                next_bcd_tens = 0;
                next_bcd_hundreds = 0;
            end
            if (nextCurrScore > nextHighScore) begin
                nextHighScore = nextCurrScore;
            end
        end
        if (badColl || currScore >= maxScore) begin
            nextCurrScore = 0;
            isGameComplete = 1'b1;
            if (nextHighScore > 139) begin
                deconcatenate = nextHighScore - 140;
                next_bcd_ones = deconcatenate[3:0];
                next_bcd_tens= 4;
                next_bcd_hundreds = 1;
            end
            else if (nextHighScore > 129) begin
                deconcatenate = nextHighScore - 130;
                next_bcd_ones = deconcatenate[3:0];
                next_bcd_tens= 3;
                next_bcd_hundreds = 1;
            end
            else if (nextHighScore > 119) begin
                deconcatenate = nextHighScore - 120;
                next_bcd_ones = deconcatenate[3:0];
                next_bcd_tens= 2;
                next_bcd_hundreds = 1;
            end
            else if (nextHighScore > 109) begin
                deconcatenate = nextHighScore - 110;
                next_bcd_ones = deconcatenate[3:0];
                next_bcd_tens= 1;
                next_bcd_hundreds = 1;
            end
            else if (nextHighScore > 99) begin
                deconcatenate = nextHighScore - 100;
                next_bcd_ones = deconcatenate[3:0];
                next_bcd_tens= 0;
                next_bcd_hundreds = 1;
            end
            else if (nextHighScore > 89) begin
                deconcatenate = nextHighScore - 90;
                next_bcd_ones = deconcatenate[3:0];
                next_bcd_tens= 9;
                next_bcd_hundreds = 0;
            end
            else if (nextHighScore > 79) begin
                deconcatenate = nextHighScore - 80;
                next_bcd_ones = deconcatenate[3:0];
                next_bcd_tens= 8;
                next_bcd_hundreds = 0;
            end
            else if (nextHighScore > 69) begin
                deconcatenate = nextHighScore - 70;
                next_bcd_ones = deconcatenate[3:0];
                next_bcd_tens= 7;
                next_bcd_hundreds = 0;
            end
            else if (nextHighScore > 59) begin
                deconcatenate = nextHighScore - 60;
                next_bcd_ones = deconcatenate[3:0];
                next_bcd_tens= 6;
                next_bcd_hundreds = 0;
            end
            else if (nextHighScore > 49) begin
                deconcatenate = nextHighScore - 50;
                next_bcd_ones = deconcatenate[3:0];
                next_bcd_tens= 5;
                next_bcd_hundreds = 0;
            end
            else if (nextHighScore > 39) begin
                deconcatenate = nextHighScore - 40;
                next_bcd_ones = deconcatenate[3:0];
                next_bcd_tens = 4;
                next_bcd_hundreds = 0;
            end
            else if (nextHighScore > 29) begin
                deconcatenate = nextHighScore - 30;
                next_bcd_ones = deconcatenate[3:0];
                next_bcd_tens= 3;
                next_bcd_hundreds = 0;
            end
            else if (nextHighScore > 19) begin
                deconcatenate = nextHighScore - 20;
                next_bcd_ones = deconcatenate[3:0];
                next_bcd_tens = 2;
                next_bcd_hundreds = 0;
            end
            else if (nextHighScore > 9) begin
                deconcatenate = nextHighScore - 10;
                next_bcd_ones = deconcatenate[3:0];
                next_bcd_tens = 1;
                next_bcd_hundreds = 0;
            end else begin
                deconcatenate = nextHighScore;
                next_bcd_ones = deconcatenate[3:0];
                next_bcd_tens = 0;
                next_bcd_hundreds = 0;
            end
        end
        if(goodColl == 0 || last_collision == 1) begin
            current_collision = 0;
        end
        if (!isGameComplete) begin
                nextDispScore = nextCurrScore;
            end else begin
                nextDispScore = nextHighScore;
            if (nextCurrScore > nextHighScore) begin
                nextHighScore = nextCurrScore;
            end
        end
    end
    assign current_score = currScore;
endmodule
### /design/flow/run.sh
#!/bin/bash
# OpenROAD 26Q1-2900-gdf79404cd8, Yosys 0.63+post, stock flow scripts
make -C /OpenROAD-flow-scripts/flow DESIGN_CONFIG=/design/flow/config.mk WORK_HOME=/design/flow/orfs finish
==> metrics.cfg <==
[power_and_ir_drop]
p_sw_share_pct=45.6
powerDensity_nw_per_um2=275
pwr-share-seq_pct=24.8
leakagePower_nw=2.01
p_int_mw=0.714
switching_power_mw=0.599
vdd_ir_drop_max_mv=0.260
comb_power_share_pct=61.9
clock_power_share_pct=13.3

[worst_setup_path]
crit_path_frequent_cell=nor2_1
critical-path-slowest-cell=dfrtp_1
critPathCaptureType=flop
critPathLaunchType=flop
crit_required_ns=6.16
cpLargestDelayFamily=simple AND/OR/NAND/NOR gates
crit_fanout=17
worstPathArrival_ns=5.50
slowest_delay_ns=0.63
path_class=reg2reg
path_buffers=2
crit_path_cell_trace=ha_1, nand3_1, nor2_1, xnor2_1, inv_1, ha_1, a211oi_1, nor2_1, nand4bb_2, nand2_2, buf_4, nor2_1, a21oi_1, ha_1, and4_1, nand4_1, o21ai_0, a21oi_2, nor2_1

[die]
core_area_um2=8340
dieArea_um2=9110
rows=33
fp_util_pct=52.4
pin_count=33
fp.dieW_um=95.5
fp.dieH_um=95.5

[yosys]
synth_flops=34
yosys.area.top_type=dfrtp_1
synth-main-ff-cell=dfrtp_1
ys_types=86
area_leaders=dfrtp_1 (19%), ha_1 (8.3%), a21oi_1 (6.1%)
syn_avg_cell_area_um2=7.34
ys_area_um2=4370
yosys_warnings=1
yosysSeqAreaShare_pct=19.5
yosysCellCount=595
edf_count=0
top_area_share_pct=19.5
synth_area_um2=4370
top_cells_by_count=nand2_1 (57), nor2_1 (57), a21oi_1 (53)
synth-async-reset-ratio_pct=100
syn_inst=595

[timing]
worst_slew_pin_slew_ns=1.01
setup_tns_ns=0
setup_ws_ns=0.659
finalClockPeriodUsage_pct=89.0
holdWs_ns=0.568
hold_violations=0
rsz0062_at_grt=no
slew_viol_final=0
fmax_ghz=0.187
finalCriticalPeriod_ns=5.34
fin_skew_ns=0.0119
slew_headroom_pct=31.9
finalSetupViolations=0

[clocking]
cts_buffer_depth=2
numCtsBuffers=5
tritoncts=built
ctsHoldBuffers=0
clkTransAtPathRegs_ns=0.07
cts_sinks=34
clk-insertion-delay-late_ns=0.29
clock-root-buffer=clkbuf_8
htree_levels=2

[outcome]
outcome=finished clean

[detailed_routing]
drt-total-wl_um=15800
antenna_left=0
first_iter_violations=507
wl_per_cell_um=22.3
via_per_inst=6.97
drc=0
firstDrtPassIters=6
vias=4953

[placed_design]
dpl.hpwl_um=11900
portBuffers=29
gp_congestion=1.01
dp_slack_ns=0.561

[layout]
fillers=785
synthToLayoutAreaGrowth_pct=9.60
drive_above_1_share_pct=9.42

[global_routing]
grt_max_degree=35
grt_usage_pct=37.7
grt_pass1_wl_um=25100
grt_pass1_vias=4612
grt_antenna_before_repair=1
grt-ovfl-total=0

[run]
maxCapViolCount=0
warnings=37

[min_path]
hold_path.class=reg2reg

-- logic make-up after synthesis --
| family | after synthesis | synth area share, % |
|---|---|---|
| buffers and inverters | 75 | 7.59 |
| AOI/OAI and AO/OA | 217 | 34.1 |
| muxes | 9 | 2.41 |
| other | 1 | 0.0859 |
| and+or+nand+nor | 213 | 24.3 |
| DFF | 34 | 19.5 |
| xor gates and xnor gates | 17 | 3.75 |
| adders and majority gates | 29 | 8.31 |
-- worst reg2reg max path: stages, from the launching register on --
cell and delay [ns]:
dfrtp_1 0.63, ha_1 0.54, nand3_1 0.23, nor2_1 0.31, xnor2_1 0.27, inv_1 0.11, ha_1 0.21, a211oi_1 0.21
nor2_1 0.12, nand4bb_2 0.36, nand2_2 0.38, buf_4 0.31, nor2_1 0.08, a21oi_1 0.31, ha_1 0.31, and4_1 0.22
nand4_1 0.08, o21ai_0 0.10, a21oi_2 0.36, nor2_1 0.08
-- placed cells by master, fill, tap and decap left out, types with 5 or more instances in the layout --
cell,synthesis,layout
ha_1,29,29
nor2b_1,6,6
nor3_1,20,20
nand2_1,57,57
inv_1,29,29
nand4_1,8,8
a21o_1,11,11
o211ai_1,11,11
a221oi_1,5,5
o21ai_1,5,5
nor2_1,57,57
o21ai_0,44,44
nand3_1,15,15
a31oi_1,12,12
buf_4,6,13
xnor2_1,13,13
mux2i_1,5,5
nand2b_1,10,10
and3_1,5,5
clkbuf_8,0,6
a211oi_1,9,9
or3_1,5,5
dfrtp_1,34,34
clkdlybuf4s50_1,0,28
a21oi_1,53,52
-- stage by stage --
stage          cells  power, mW  util, %  instance area [um2]
3_3_place_gp     702       1.13     56.2                 4690
5_1_grt          710       1.41     57.4                 4780
2_1_floorplan    597      0.851        -                 4370
6_report         711       1.31     57.4                 4790
4_1_cts          710       1.29     57.3                 4780
3_5_place_dp     702       1.11     56.2                 4690
-- power by group through the flow --
stage / logic, mW / clock network, mW / registers [mW]
final: 0.813 / 0.175 / 0.325
after CTS: 0.792 / 0.179 / 0.323
after global routing: 0.890 / 0.189 / 0.329
-- flip-flops by register name, indices dropped and copies added, names as in the netlist --
name and count:
dispScore 8, highScore 8, bcd_ones 4, last_collision 1, currScore 8, bcd_tens 4
bcd_hundreds 1
-- routing by layer --
metal | wire length, um | GRT usage [%] | vias up
met5 | 0 | 0 | -
met2 | 6650 | 53.7 | 386
met3 | 1670 | 7.62 | 78
met4 | 828 | 15.7 | 0
li1 | - | - | 2214
met1 | 6680 | 56.5 | 2275
-- timing repair --
action / in CTS / in global routing
resized: 0 / 1
buffers inserted: 0 / 0
hold endpoints to repair: 0 / 0
setup endpoints to repair: 0 / 8
-- layout make-up --
cell class / count / area (um2) / area share [%]
repair buffers: 42 / 383 / 8.00
diodes: 1 / 2.50 / 0.0523
multi-input cells: 488 / 3200 / 66.9
clock buffers: 7 / 86.3 / 1.80
inverters: 33 / 124 / 2.59
well taps: 105 / 131 / 2.75
flip-flops and latches: 34 / 851 / 17.8
clock inverters: 1 / 5.00 / 0.105
-- final timing paths --
| path | start | to | slack, ns | cells past startpoint |
|---|---|---|---|---|
| min | bcd_hundreds[0] | bcd_hundreds[0] | 0.57 | 2 |
| max reg2reg | currScore[1] | highScore[5] | 0.66 | 19 |
| min reg2reg | bcd_hundreds[0] | bcd_hundreds[0] | 0.57 | 2 |
| max | currScore[1] | highScore[5] | 0.66 | 19 |
| min in group asynchronous | nRst | bcd_ones[3] | 0.97 | 1 |
| max in group asynchronous | nRst | bcd_tens[1] | 4.52 | 1 |
Power is estimated from default activity; no workload was simulated.
