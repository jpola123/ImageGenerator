==> ./design.v <==
module frame_tracker (
    input logic body, head, apple, border, enable, clk, nrst, sync,
    output logic [2:0] obj_code,
    output logic [3:0] x, y,
    output logic diff
);
logic [15:0][11:0][2:0] frame, next_frame;
logic [3:0] current_X, next_X, current_Y, next_Y;
logic next_d, d, pulse;
logic [2:0] temp_obj_code;
logic [2:0] count, next_count;
always_ff @(posedge clk, negedge nrst) begin
    if(~nrst) begin
        {frame[0], frame[1], frame[2], frame[3], frame[4], frame[5], frame[6], frame[7],
        frame[8], frame[9], frame[10], frame[11], frame[12], frame[13], frame[14], frame[15]} <= 
        {16*12{3'b000}};
    end
    else begin
        frame <= next_frame;
    end
end
always_ff @(posedge clk, negedge nrst) begin
    if(~nrst) begin
        current_X <= 4'b0;
        current_Y <= 4'b0;
    end
    else begin
        current_X <= next_X;
        current_Y <= next_Y;
    end
end
always_ff @(posedge clk, negedge nrst) begin
    if(~nrst) begin
        count <= 0;
    end
    else
        count <= next_count;
end
always_comb begin
    if(count == 2) begin
        pulse = 1'b1;
        next_count= 3'b0;
    end
    else begin
        next_count = count + 3'b1;
        pulse = 1'b0;
    end
end
always_comb begin
    next_X = current_X;
    next_Y = current_Y;
    next_d = 1'b0;
    next_frame = frame;
    if(enable) begin
        if((current_X == 4'd15) && (current_Y == 4'd11)) begin
            next_X = 4'b0;
            next_Y = 4'b0;
        end
        else if(current_X == 4'd15) begin
            next_X = 4'b0;
            next_Y = current_Y + 4'd1;
        end
        else begin
            next_X = current_X + 4'd1;
            next_Y = current_Y;
        end
    end
    else if(sync) begin
        next_X = 0;
        next_Y = 0;
    end
    else begin
        next_X = current_X;
        next_Y = current_Y;
    end
    temp_obj_code = frame[current_X][current_Y];
    if(sync) begin
        {next_frame[0], next_frame[1], next_frame[2], next_frame[3], next_frame[4], next_frame[5], next_frame[6], next_frame[7],
        next_frame[8], next_frame[9], next_frame[10], next_frame[11], next_frame[12], next_frame[13], next_frame[14], next_frame[15]} = 
        {16*12{3'b000}};
    end
    else begin
        next_frame = frame;
    end
    case(temp_obj_code)
    3'b000: begin
        if(border) begin
            next_frame[current_X][current_Y] = 3'b100;
            obj_code = 3'b100;
            next_d = 1'b1;
        end
        else if(head) begin
            next_frame[current_X][current_Y] = 3'b001;
            obj_code = 3'b001;
            next_d = 1'b1;
        end
        else if(body) begin
            next_frame[current_X][current_Y] = 3'b010;
            obj_code = 3'b010;
            next_d = 1'b1;
        end
        else if(apple) begin
            next_frame[current_X][current_Y] = 3'b011;
            obj_code = 3'b011;
            next_d = 1'b1;
        end
        else begin
            next_frame[current_X][current_Y] = 3'b000;
            obj_code = 3'b000;
            next_d = 1'b0;
        end
    end
    3'b001: begin
        if(border) begin
            next_frame[current_X][current_Y] = 3'b100;
            obj_code = 3'b100;
            next_d = 1'b1;
        end
        else if(head) begin
            next_frame[current_X][current_Y] = 3'b001;
            obj_code = 3'b001;
            next_d = 1'b0;
        end
        else if(body) begin
            next_frame[current_X][current_Y] = 3'b010;
            obj_code = 3'b010;
            next_d = 1'b1;
        end
        else if(apple) begin
            next_frame[current_X][current_Y] = 3'b011;
            obj_code = 3'b011;
            next_d = 1'b1;
        end
        else begin
            next_frame[current_X][current_Y] = 3'b000;
            obj_code = 3'b000;
            next_d = 1'b1;
        end
    end
    3'b010: begin
        if(border) begin
            next_frame[current_X][current_Y] = 3'b100;
            obj_code = 3'b100;
            next_d = 1'b1;
        end
        else if(head) begin
            next_frame[current_X][current_Y] = 3'b001;
            obj_code = 3'b001;
            next_d = 1'b1;
        end
        else if(body) begin
            next_frame[current_X][current_Y] = 3'b010;
            obj_code = 3'b010;
            next_d = 1'b0;
        end
        else if(apple) begin
            next_frame[current_X][current_Y] = 3'b011;
            obj_code = 3'b011;
            next_d = 1'b1;
        end
        else begin
            next_frame[current_X][current_Y] = 3'b000;
            obj_code = 3'b000;
            next_d = 1'b1;
        end
    end
    3'b011: begin
        if(border) begin
            next_frame[current_X][current_Y] = 3'b100;
            obj_code = 3'b100;
            next_d = 1'b1;
        end
        else if(head) begin
            next_frame[current_X][current_Y] = 3'b001;
            obj_code = 3'b001;
            next_d = 1'b1;
        end
        else if(body) begin
            next_frame[current_X][current_Y] = 3'b010;
            obj_code = 3'b010;
            next_d = 1'b1;
        end
        else if(apple) begin
            next_frame[current_X][current_Y] = 3'b011;
            obj_code = 3'b011;
            next_d = 1'b0;
        end
        else begin
            next_frame[current_X][current_Y] = 3'b000;
            obj_code = 3'b000;
            next_d = 1'b1;
        end
    end        
    3'b100: begin
        if(border) begin
            next_frame[current_X][current_Y] = 3'b100;
            obj_code = 3'b100;
            next_d = 1'b0;
        end
        else if(head) begin
            next_frame[current_X][current_Y] = 3'b001;
            obj_code = 3'b001;
            next_d = 1'b1;
        end
        else if(body) begin
            next_frame[current_X][current_Y] = 3'b010;
            obj_code = 3'b010;
            next_d = 1'b1;
        end
        else if(apple) begin
            next_frame[current_X][current_Y] = 3'b011;
            obj_code = 3'b011;
            next_d = 1'b1;
        end
        else begin
            next_frame[current_X][current_Y] = 3'b000;
            obj_code = 3'b000;
            next_d = 1'b1;
        end
    end
    default: begin
        next_frame[current_X][current_Y] = 3'b000;
        obj_code = 3'b000;
        next_d = 1'b0;  
    end
    endcase
end
assign x = current_X;
assign y = current_Y;
assign diff = next_d;
endmodule
==> ./run.sh <==
#!/bin/bash
# OpenROAD 26Q1-2900-gdf79404cd8, Yosys 0.63+post, stock flow scripts
make -C /OpenROAD-flow-scripts/flow DESIGN_CONFIG=/design/flow/config.mk WORK_HOME=/design/flow/orfs finish
==> ./config.mk <==
export PLATFORM = sky130hd
export DESIGN_NAME = frame_tracker
export DESIGN_NICKNAME = frame_tracker
export VERILOG_FILES = /design/flow/design.v
export SDC_FILE = /design/flow/constraint.sdc
export NUM_CORES = 4
export LEC_CHECK = 1
export CORE_UTILIZATION = 30
==> ./constraint.sdc <==
current_design frame_tracker

set clk_period 93.1
set clk_io_pct 0.2

create_clock -name clk0 -period $clk_period [get_ports {clk}]

set non_clock_inputs [all_inputs -no_clocks]
set_input_delay [expr $clk_period * $clk_io_pct] -clock clk0 $non_clock_inputs
set_output_delay [expr $clk_period * $clk_io_pct] -clock clk0 [all_outputs]
==> flow_summary.toml <==
# flow metrics
[placed_design]
port_buffers = 19
gp_congestion = 1.08
dp_cells = 5906
placed_area_sq_um = 45900
dp_hpwl_um = 168000

[setup_path]
path_cells = "clkdlybuf4s50_1 > buf_4 > inv_1 > o21ai_0 > buf_4 > nor2_1 > clkdlybuf4s50_1"
crit_type = "primary input to output pin"
required_ns = 74.48
critPathMaxStageDelay_ns = 0.60
crit_start = "head"
reg2reg_from = "current_Y[2]"
critPathSlowestCell = "clkdlybuf4s50_1"
crit_fanout = 35
setup.worst_path.end_class = "output pin"
startpoint_type = "primary input"
cp.arrival_ns = 21.54

[final_layout]
drive_gt1_share_pct = 21.5
final_area_sq_um = 48300
nFillCells = 14333
syn_to_final_growth_pct = 10.8
final_cells = 6048

[pwr]
finalPower_mw = 0.931
p_leak_nw = 16.9
powerDensity_nw_per_um2 = 19.3
ir_worst_vdd_mv = 0.0161

[timing]
finClkSkew_ns = 0.0486
setup_tns_ns = 0
slew_headroom_pct = 20.0
timing.fmax_mhz = 24.9
worst_slew_pin_slew_ns = 1.20
fin_crit_ns = 40.16
hold_violations = 0
drv_slew = 0
rsz0062_at_grt = "false"
setup_violations = 0
whs_ns = 0.507
fin_crit_sh_pct = 43.1

[global_routing]
overflow = 0
grt_use_total_pct = 34.8
grt_start_max_net_pins = 99
grt_pass1_vias = 42102
antenna_found_initial = 18
grt_pass1_wl_um = 343000

[detailed_routing]
via_per_inst = 7.05
remaining_drc_errors = 0
routed-via-count = 42613
dr.first_iter.drc_count = 5128
wl_per_cell_um = 40.8
wirelength_um = 247000
ant_nets = 0
drtPass1Iterations = 23

[yosys]
ys.flop_type = "dfrtp_1"
netlist_area_sq_um = 43600
synth.top_cell.area_share_pct = 33.5
ys_cells = 4204
syn_inst = 4204
synth-edff-count = 0
yosys-top-cells-count = "584 x dfrtp_1, 445 x o211ai_1, 408 x o21ai_0"
syn_area_per_cell_sq_um = 10.4
synth_top_cell_by_count = "dfrtp_1"
top_cells_by_area = "dfrtp_1 34%, mux4_2 20%, o211ai_1 7.7%, o21ai_0 4.7%, nand2_1 3.5%"
numSynthFlops = 584
synth_seq_share_pct = 33.5
ys_types = 98
yosys_area_sq_um = 43600
async_flop_share_pct = 100
ys_warn_count = 1
yosysTopAreaCell = "dfrtp_1"

[floorplanning]
fp_util_pct = 30.3
coreArea_sq_um = 144000
die-area_sq_um = 147000
die_h_um = 383
fp.dieW_um = 383
std_cell_rows = 139
num_io_pins = 20

[run]
maxCapViolCount = 0
warnings = 29

[clock_network]
cts_max_path_buffers = 3
cts_buffers = 74
clockRootBuffer = "clkbuf_16"
cts_tree = "done"
cts_hold_buf = 0
clock_sinks = 584
clk-insertion-delay-late_ns = 0.72
path_clk_slew_ns = 0.06
cts_setup_buffers = 0
ctsResizeCount = 0
htreeDepth = 3

[min_path]
min_from = "frame[0]"
hp-class = "flip-flop to flip-flop"

[outcome]
status = "complete, no violations"
## worst paths after layout
path                                to  slack (ns)  cells after the start
setup / recovery           obj_code[1]       52.94                      7
hold / removal                frame[0]        0.51                      1
setup reg to reg            frame[220]       83.36                     20
hold reg to reg               frame[0]        0.51                      1
max in group asynchronous   frame[416]       72.59                      4
min in group asynchronous   frame[524]       17.89                      1
## stage by stage
step | utilization [%] | setup WS (ns)
floorplan | - | 54.72
global placement | 31.9 | 53.10
detailed placement | 31.9 | 53.17
CTS | 33.6 | 53.14
global route | 33.6 | 52.93
finish | 33.6 | 52.94
## state kept, by name, summed over array words and instances, names as in the netlist
name,count
current_X,4
current_Y,4
frame,576
## layer usage
layer / GRT usage [%] / share of wire (%)
met4: 19.3 / 7.0
met3: 21.8 / 16
met2: 46.5 / 41
met1: 43.1 / 36
met5: 0.165 / 0.083
## critical path, delay by kind of cell
kind	cells	cell delay, ns
simple gates	1	0.55
buf+inv	5	2.11
compound gates	1	0.20
## kinds of logic (layout without fill, tap and decap cells)
kind of cell,after synthesis,count (layout),synth area share [%]
mux,539,539,24.2
other cells,0,17,0
simple gates,900,900,9.34
flops,584,584,33.5
compound gates,1627,1627,25.9
buf+inv,518,442,6.07
fa+ha+maj,17,17,0.540
xor+xnor,19,19,0.413
## report_power, final
group	internal [mW]	switching, mW
registers	0.258	0.00681
logic	0.0651	0.308
clock network	0.168	0.125
total	0.491	0.440
## area by class of cell
class                   instances  area (sq um)  area share (%)
diodes                         17          42.5          0.0881
clock inverters                23           260           0.539
multi-input cells            3102         26500            54.9
clock buffers                 102          2120            4.39
well taps                    1903          2380            4.93
inverters                      25           101           0.210
flip-flops and latches        584         14600            30.3
repair buffers                292          2280            4.72
## placed cells by master, fill, tap and decap left out, drive strengths merged, types with 99 or more instances in the layout
cell    count
dfrtp     584
mux4      408
mux2i     122
buf       275
o22ai      99
o211ai    446
nor2      155
nand2     412
o21ai     467
a22oi     104
clkbuf    102
nand3     156
