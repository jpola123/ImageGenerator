`/design/flow/config.mk`:
```
export PLATFORM = sky130hd
export DESIGN_NAME = obstaclegen2
export DESIGN_NICKNAME = obstaclegen2
export VERILOG_FILES = /design/flow/design.v
export SDC_FILE = /design/flow/constraint.sdc
export NUM_CORES = 4
export LEC_CHECK = 1
export CORE_UTILIZATION = 30
```
`/design/flow/constraint.sdc`:
```
current_design obstaclegen2

set clk_period 7.4
set clk_io_pct 0.2

create_clock -name clk0 -period $clk_period [get_ports {clk}]

set non_clock_inputs [all_inputs -no_clocks]
set_input_delay [expr $clk_period * $clk_io_pct] -clock clk0 $non_clock_inputs
set_output_delay [expr $clk_period * $clk_io_pct] -clock clk0 [all_outputs]
```
`/design/flow/design.v`:
```
module obstaclegen2 #(parameter MAX_LENGTH = 50) (
    input logic [MAX_LENGTH - 1:0][7:0] body,
    input logic clk, nRst, goodColl, obstacleFlag, s_reset,
    input logic [3:0] randX, randY, x, y,
    input logic [7:0] curr_length,
    output logic obstacle,
    output logic [3:0] obstacleCount
);
    logic [7:0] cornerNE, cornerNW, cornerSE, cornerSW, randCord, cord, randCordCombo, cordCombo, obsCount8;
    logic [139:0] obstacleArray, nextObstacleArray;
    logic arraySet, isArraySet, randError;
    logic [3:0] nextObstacleCount; 
    logic [2:0] obsNeeded, isObsNeeded;
    always_ff @(posedge clk, negedge nRst) begin
        if (nRst == 0) begin
            obstacleCount <= 4'b0;
            obstacleArray <= 140'b0;
            obsNeeded     <= 3'b0;
            arraySet      <= 1'b0;
        end else begin
            obstacleCount <= nextObstacleCount;
            obstacleArray <= nextObstacleArray;
            obsNeeded     <= isObsNeeded;
            arraySet      <= isArraySet;
        end
    end
    always_comb begin
        isObsNeeded = obsNeeded;
        randCord = {randX, randY};
        cord = {x, y};
        obsCount8 = ({4'b0, obstacleCount} + 1) * 2;
        randCordCombo = {4'b0, randX} + ({4'b0, randY} - 1) * 14;
        cordCombo = {4'b0, x} + ({4'b0, y} - 1) * 14;
        randError = 0;
        nextObstacleCount = obstacleCount;
        nextObstacleArray = obstacleArray;
        isArraySet = arraySet;
        cornerNE = 0;
        cornerNW = 0;
        cornerSE = 0;
        cornerSW = 0;
        obstacle = 0;
         if(obstacleFlag == 1 && ~s_reset) begin
            if (obstacleCount < 15) begin
                if (goodColl == 1) begin
                    if (obsNeeded == 0) begin
                        isObsNeeded = 1;
                        isArraySet = 0;
                    end else if (obsNeeded == 1) begin
                        isObsNeeded = 2;
                    end else if (obsNeeded == 2) begin
                        isObsNeeded = 3;
                    end else if (obsNeeded == 3) begin
                        isObsNeeded = 0;
                    end
                end
                if (obsNeeded == 1 || arraySet == 0) begin
                    for (int i = 0; i < MAX_LENGTH; i++) begin
                        if (randCord == body[i]) begin
                            randError = 1;
                        end
                    end
                    if (randCord == body[0] + 1 || 
                        randCord == body[0] - 1 || 
                        randCord == body[0] + 32 || 
                        randCord == body[0] - 32) begin
                        randError = 1;
                    end
                    if (randX == 1 || randY == 1) begin
                        cornerNW = randCordCombo;
                    end else begin
                        cornerNW = randCordCombo - 15;
                    end
                    if (randX == 14 || randY == 1) begin
                        cornerNE = randCordCombo;
                    end else begin
                        cornerNE = randCordCombo - 13;
                    end
                    if (randX == 1 || randY == 10) begin
                        cornerSW = randCordCombo;
                    end else begin
                        cornerSW = randCordCombo + 13;
                    end
                    if (randX == 14 || randY == 10) begin
                        cornerSE = randCordCombo;
                    end else begin
                        cornerSE = randCordCombo + 15;
                    end
                    if (obstacleArray[cornerNW] || 
                        obstacleArray[cornerNE] || 
                        obstacleArray[cornerSW] || 
                        obstacleArray[cornerSE] || 
                        obstacleArray[randCordCombo]) begin
                        randError = 1;
                    end
                    if (randError == 0) begin
                        isArraySet = 1;
                        if(curr_length < 3 || obsCount8 < curr_length + 2) begin
                            nextObstacleArray[randCordCombo] = 1;
                            nextObstacleCount = obstacleCount + 1;
                        end
                    end else begin
                        isArraySet = 0;
                    end
                end
            end
        end else begin
            nextObstacleCount = 0;
            nextObstacleArray = 140'b0;
            isObsNeeded = 0;
            isArraySet = 1;
        end
        if (obstacleArray[cordCombo]) begin
            obstacle = 1;
        end 
    end
endmodule
```
`/design/flow/run.sh`:
```
#!/bin/bash
# OpenROAD 26Q1-2900-gdf79404cd8, Yosys 0.63+post, stock flow scripts
make -C /OpenROAD-flow-scripts/flow DESIGN_CONFIG=/design/flow/config.mk WORK_HOME=/design/flow/orfs finish
```
==> impl_metrics.py <==
# Physical implementation metrics
metrics = {
    "critical_path": {
        "crit_slowest_cell": "fa_1",
        "cp_cell_sequence": "clkdlybuf4s50_1, nor3_1, xor2_1, inv_1, fa_1, inv_1, fa_1, xor2_2, xor2_1, buf_4, mux4_2, mux2_2, nand2_1, o21ai_0, a21oi_1, a21oi_1, clkdlybuf4s50_1",
        "r2r_start": "obstacleCount[0]$_DFFE_PN0P_",
        "cp_num_buf_inv": 5,
        "critPathRequiredTime_ns": 5.92,
        "cp-start-kind": "input pin",
        "cp_max_fo": 5,
        "crit_start": "y[2]",
        "critPathMaxStageDelay_ns": 0.53,
        "worstSetupEndpointType": "output port",
        "cp.arrival_ns": 5.57,
        "worst-setup-path-type": "input pin to output port",
        "cp_top_family": "buffers and inverters",
    },
    "place": {
        "dpl_worst_slack_ns": 0.0627,
        "placed_area_mm2": 0.0314,
        "dp_hpwl_mm": 132,
        "io_buffer_count": 433,
        "gp_congestion": 1.11,
    },
    "cts": {
        "cts.sinks": 149,
        "postCtsHoldBufs": 0,
        "cts_tree": "done",
        "cts.clk_slew.worst_paths_ns": 0.06,
        "clock-root-buffer": "clkbuf_16",
        "cts_made_buffers": 17,
        "clock_path_buffers": 2,
        "ctsHtreeMaxLevel": 4,
        "clk_latency_ns": 0.48,
    },
    "power_and_ir_drop": {
        "ir_drop_uv": 201,
        "leakagePower_nw": 12.0,
        "power_density_mw_per_mm2": 224,
    },
    "yosys": {
        "syn_area_per_cell_um2": 7.71,
        "ys_sh_xor": 0.176,
        "synth-seq-cells": 149,
        "mux_area_frac": 0.119,
        "ys_sh_simple": 0.199,
        "yosys_warnings": 1,
        "yosys_area_mm2": 0.0242,
        "ys_cells": 3137,
        "ys_sh_aoi": 0.265,
        "synth_cell_type_count": 98,
        "synthArstFlopShare": 1.00,
        "synthAdderAreaFrac": 0.0237,
        "synth-edff-count": 0,
        "ys_top_logic_family": "AND-OR/OR-AND gates",
        "netlist_instances": 3137,
        "postSynthSeqShare": 0.154,
        "ys.flop_type": "dfrtp_1",
        "syn_area_mm2": 0.0242,
    },
    "global_route": {
        "antenna_found_initial": 18,
        "grt_pass1_vias": 29103,
        "grt_max_degree": 86,
        "overflow": 0,
        "grt_usage": 0.419,
        "grt_pass1_wl_mm": 235,
    },
    "timing": {
        "slew_headroom": 0.00347,
        "fin_crit_ns": 7.05,
        "hold_viol": 0,
        "rsz0062_at_grt": "false",
        "fin_ws_ns": 0.347,
        "drv_slew": 0,
        "period_used_share": 0.953,
        "timing.fmax_ghz": 0.142,
        "fin_setup_tns_ns": 0,
        "tightest_slew_ns": 1.48,
        "setup_violations": 0,
        "skew_ns": 0.0193,
    },
    "route": {
        "vias_per_cell": 6.39,
        "ant_nets": 0,
        "drtPass1Iterations": 6,
        "avgRoutedWirePerCell_um": 36.3,
        "route.detailed.drc": 0,
        "wirelength_mm": 170,
        "vias": 29908,
        "drtIter0Drc": 3224,
    },
    "flow_run": {
        "tool_warnings": 32,
        "maxCapViolations": 0,
    },
    "outcome": {
        "outcome": "finished, final reports clean",
    },
    "cells_and_area": {
        "drive_gt1_frac": 0.147,
        "fin_util": 0.404,
        "num-fill-cells": 8123,
        "syn_to_final_growth_pct": 32.7,
        "final_cell_mix": "422 x clkdlybuf4s50_1, 418 x nand2_1, 324 x xor2_1, 317 x buf_4, 207 x o21ai_0",
        "fin_area_mm2": 0.0321,
        "layout_top_cell": "clkdlybuf4s50_1",
    },
    "hold_path": {
        "holdCritPathClass": "flip-flop to flip-flop",
        "holdCritStartpoint": "obsNeeded[3]$_DFF_PN0_",
    },
    "die": {
        "num_rows": 103,
        "die_h_um": 286,
        "num_io_pins": 434,
        "die-area_mm2": 0.0818,
        "fp-utilization": 0.305,
        "fp.dieW_um": 286,
        "core_region_area_mm2": 0.0794,
    },
}
## cell families after synthesis
group                      Yosys count
and+or+nand+nor                    998
DFF                                149
AOI/OAI and AO/OA                  934
xor gates and xnor gates           481
muxes                              167
adders and majority gates           41
buffers and inverters              367
## synthesized netlist by cell type, drive strengths merged (18+ instances only)
cell type / n / area (um2)
o21ai: 210 / 1050
nand4: 60 / 375
dfrtp: 148 / 3700
o32ai: 27 / 236
o211ai: 18 / 135
xor2: 327 / 2860
mux4: 96 / 2160
o22ai: 44 / 275
a31oi: 38 / 238
a2bb2oi: 19 / 166
nor4: 94 / 588
inv: 56 / 210
a221oi: 19 / 166
nand2b: 25 / 156
nor2: 132 / 498
o31ai: 98 / 736
clkbuf: 174 / 653
mux2i: 60 / 601
ha: 33 / 413
a22oi: 38 / 304
nand2: 418 / 1570
and3: 35 / 219
nor3: 70 / 360
a211oi: 66 / 495
nand3: 72 / 360
a21oi: 150 / 766
xnor2: 152 / 1350
buf: 136 / 657
## worst reg2reg max path: cells and delay by family (launching register included)
kind / cells / cell delay (ns)
adder cells (fa/ha/maj): 1 / 0.27
AND-OR/OR-AND: 7 / 2.90
flip-flops: 1 / 0.44
buffers and inverters: 2 / 0.39
AND/OR/NAND/NOR: 3 / 1.20
## what timing repair did
item / 4_1_cts / 5_1_grt
setup endpoints to repair: 0 / 1
setup buffers: 0 / 3
resized: 0 / 3
## per-layer routing
metal | wire (um) | vias up | global-route usage
li1 | - | 12701 | -
met1 | 64000 | 14713 | 0.530
met2 | 74300 | 2028 | 0.624
met3 | 20400 | 456 | 0.153
met4 | 11300 | 10 | 0.225
met5 | 132 | - | 0.00698
## through the flow
stage          total power, mW  hold slack, ns  cells
2_1_floorplan             3.05           0.466   3137
3_3_place_gp              6.05           0.485   4639
3_5_place_dp              5.98           0.500   4639
4_1_cts                   6.99           0.516   4670
5_1_grt                   7.34           0.542   4682
6_report                  7.20           0.513   4684
## final timing paths
check | endpoint | slack (ns) | depth (start not counted)
setup / recovery | obstacle | 0.35 | 17
hold / removal | obsNeeded[0]$_DFF_PN1_ | 0.51 | 2
setup reg to reg | obstacleArray[115]$_DFFE_PN0P_ | 2.09 | 13
hold reg to reg | obsNeeded[0]$_DFF_PN1_ | 0.51 | 2
max in group asynchronous | obstacleArray[129]$_DFFE_PN0P_ | 4.79 | 3
min in group asynchronous | obstacleArray[87]$_DFFE_PN0P_ | 0.96 | 1
## state kept, by name, summed over array words and instances, names as in the netlist
register / cells
obstacleArray: 140
obsNeeded: 4
obstacleCount: 4
arraySet: 1
## final cells by class
class	instances	area (um2)	share of cell area
clock buffer	18	439	0.0137
inverter	57	214	0.00667
timing repair buffer	765	7090	0.221
sequential	149	3730	0.116
clock inverter	13	206	0.00643
antenna	11	27.5	0.000858
tap	1050	1310	0.0409
multi-input combinational	2621	19100	0.594
## where the power goes
group,total (mW),switching [mW],internal [mW]
combinational,5.40,3.43,1.96
clock,0.975,0.372,0.603
sequential,0.824,0.00589,0.818
No activity file was given, so power comes from the tool's default toggle rates.
